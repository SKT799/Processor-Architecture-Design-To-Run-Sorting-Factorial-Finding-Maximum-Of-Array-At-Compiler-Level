===== flow/config.mk =====
export PLATFORM = sky130hd
export DESIGN_NAME = MIPS_debug_interface
export DESIGN_NICKNAME = MIPS_debug_interface
export VERILOG_FILES = /design/flow/design.v
export SDC_FILE = /design/flow/constraint.sdc
export NUM_CORES = 4
export LEC_CHECK = 1
export CORE_UTILIZATION = 30

===== flow/design.v =====
module MIPS_debug_interface (
    input clk,
    input rst,
    input [31:0] current_instruction,
    input [5:0] opcode,
    output reg [127:0] instruction_name,
    output reg [31:0] instruction_count,
    output reg [31:0] cycle_count
);
always @(*) begin
    case (opcode)
        6'b000000: begin
            case (current_instruction[5:0])
                6'b100000: instruction_name = "ADD     ";
                6'b100010: instruction_name = "SUB     ";
                6'b100100: instruction_name = "AND     ";
                6'b100101: instruction_name = "OR      ";
                6'b101010: instruction_name = "SLT     ";
                6'b100110: instruction_name = "XOR     ";
                6'b000000: instruction_name = "SLL     ";
                6'b000010: instruction_name = "SRL     ";
                default:   instruction_name = "R-TYPE  ";
            endcase
        end
        6'b001000: instruction_name = "ADDI    ";
        6'b001100: instruction_name = "ANDI    ";
        6'b001101: instruction_name = "ORI     ";
        6'b001010: instruction_name = "SLTI    ";
        6'b100011: instruction_name = "LW      ";
        6'b101011: instruction_name = "SW      ";
        6'b000100: instruction_name = "BEQ     ";
        6'b000101: instruction_name = "BNE     ";
        6'b000010: instruction_name = "J       ";
        default:   instruction_name = "UNKNOWN ";
    endcase
end
always @(posedge clk or posedge rst) begin
    if (rst) begin
        instruction_count <= 32'd0;
        cycle_count <= 32'd0;
    end else begin
        cycle_count <= cycle_count + 1;
        if (opcode != 6'b000000 || current_instruction[5:0] != 6'b000000) begin
            instruction_count <= instruction_count + 1;
        end
    end
end
endmodule

===== flow/run.sh =====
#!/bin/bash
# OpenROAD 26Q1-2900-gdf79404cd8, Yosys 0.63+post, stock flow scripts
make -C /OpenROAD-flow-scripts/flow DESIGN_CONFIG=/design/flow/config.mk WORK_HOME=/design/flow/orfs finish

===== flow/constraint.sdc =====
current_design MIPS_debug_interface

set clk_period 5.6
set clk_io_pct 0.2

create_clock -name clk0 -period $clk_period [get_ports {clk}]

set non_clock_inputs [all_inputs -no_clocks]
set_input_delay [expr $clk_period * $clk_io_pct] -clock clk0 $non_clock_inputs
set_output_delay [expr $clk_period * $clk_io_pct] -clock clk0 [all_outputs]

==> notes.md <==
The flow ran to the end, and the final reports show no timing, DRC or antenna violations. For reference, the most critical setup path is categorized as input port to output pin. Setup repair after global routing left no endpoint under its margin. No sink is reached through more buffers than the 2 on the longest clock path.

In the final report, the number of pins over their slew limit comes to 0. The number of buffers created by CTS is 9, and the sequential-to-total area share from yosys stat is 0.361. The run gives 1399 as the tally of filler cells in the layout. The logs give 3.71 ns for the worst endpoint data arrival time and 0.141 mV for the maximum vdd ir drop.

The logs give 0.207 GHz for the upper clock frequency limit and 484 for the synthesized instance count. Share of final-layout standard cells stronger than drive strength 1: 0.0574. The synthesized netlist occupies a cell area of 4430 um^2.

The insertion delay of the later-clocked pin in the worst-skew pair is 0.32 ns. The run gives 222 nW/um^2 for the power per cell area. Critical path startpoint category: an input port. The report puts the hold buffer count at CTS at 0.

OpenSTA lists the critical path endpoint as instruction_name[50]. The average vias per placed instance was 4.50. The synthesis report names the predominant flop master as sky130_fd_sc_hd__dfrtp_1. The async set-or-reset flop fraction in the synthesized netlist works out to 1.00.

The share of the clock period used by the worst path is 0.862, and the final number of hold-violating endpoints is 0. The most critical setup path has its startpoint at opcode[0]. The commonest cells after synthesis are 101 x sky130_fd_sc_hd__buf_4, 64 x sky130_fd_sc_hd__dfrtp_1, 45 x sky130_fd_sc_hd__xnor2_1. The switching part of the total power was 0.239; the final setup violation count was 0.

In the power breakdown, the internal column shows 960 uW. In this run the count of I/O pins placed on the die edge is 232. Pre-placement core utilization: 0.306. The number of buffers inserted by post-CTS setup repair was 0; the number of antenna violations at the first check in global routing was 0. After layout, the minimum clock period comes to 4.83 ns. The number of cells upsized or downsized after cts was 0; the post-route antenna net violation count was 0.

The total tool warning count is 51, and the maximum clock skew at final layout is 0.00323 ns. Sorting the synthesis cell report by count puts at the top sky130_fd_sc_hd__buf_4. The total overflow left after global routing is 0. The run gives 0.472 for the headroom to the max-slew limit. For the relative contribution of sequential cells to total power, the log shows 0.413. The run gives 15300 um^2 for the total die size.

The min-delay analysis places its worst path in the category flip-flop to flip-flop. The logs give 0 for the max-capacitance violation count and 302 uW for the net switching component of the power. The post-synth count of flops with an enable pin is 0. The first global-routing pass estimated 15900 um of wire. Relative to the synthesized area, the layout overhead comes to 28.4%.

The summed negative setup slack over all endpoints came out at 0 ns. Summed over all instances, the cell type with the most area after synthesis is sky130_fd_sc_hd__dfrtp_1. The tools report the number of DRC markers in iteration 0 as 112.

The post-synth area from yosys stat was 4430 um^2; the final weighted congestion of routability-driven global placement was 0.917. The tools report the number of standard cells in the final layout excluding fillers as 776. For the flip-flop and latch area, the log shows 1600 um^2. The share of Yosys cell area claimed by the top area cell type is 0.361. The portion of total power attributed to combinational logic came out at 0.150.

The clock-pin transition on the worst setup and hold timing paths works out to 0.05 ns. The OpenROAD report gives the critical path a required time of 4.48 ns. The synthesis report lists the most area-consuming cells as sky130_fd_sc_hd__dfrtp_1 36%, sky130_fd_sc_hd__buf_4 17%, sky130_fd_sc_hd__xnor2_1 8.9%. The first-pass iteration count of the detailed router came out at 4. The number of placed instances, taps included, is 760.

Synthesis inferred 64 register bits. Across all hold checks on the routed design, the worst slack comes to 0.464 ns. For the sink count of the clock tree, the log shows 64. For the maximum level of the CTS H-tree, the log shows 3.

The endpoint of the worst-slack reg-to-reg timing path is cycle_count[30]. The tools report the launch point of the worst reg-to-reg path as cycle_count[0]. The core area is 14500 um^2. Clock root buffer master: sky130_fd_sc_hd__clkbuf_16. The run gives 3099 for the number of global-route vias before repair. For this block, the routed nets add up to 9920 um of wire.

With the total number of vias at 3490, the site row count is 44. The run gives 0.132 as the global-route usage over all layers. The DRC violation total left in the routed layout is recorded as 0. Setup slack on the worst reg-to-reg path comes out at 3.84 ns. Along the worst path, the maximum fanout reaches 15.

The tools report the number of warnings reported in the yosys synthesis log as 1. The worst setup path is captured at an output pin. The tools report the number of cell instances after yosys synthesis as 484. From bottom edge to top edge, the die measures 124 um.

The repair_antennas step left the layout with diodes totalling 0. The die is 124 um wide. The maximum number of pins on one net before global-route repair is 65.

The routed wire length per instance is 12.8 um. TritonCTS built the clock tree. Synthesis instantiated 56 different standard cells from the library. Averaged over all synthesized cells, the footprint is 9.16 um^2. For the worst flop-to-flop path, the logic depth is 6. Summed over all nets, the half-perimeter wirelength after detailed placement is 7290 um. Summed over all cells, the static leakage comes to 0.00248 uW.

The transition time at the pin with the least slew margin came out at 0.792 ns. With the count of port buffers added during placement at 121, the combinational gate area is 2280 um^2. Clock share of power: 0.437.
[flip-flops by register name (all words and copies together) (netlist names)]
name               count
cycle_count           32
instruction_count     32
[per-stage QoR]
stage               setup WS (ns)  instance area [um^2]  power (uW)  utilization
detailed placement          0.808                  5390         719        0.372
floorplan                    2.04                  4740         649            -
CTS                         0.802                  5690        1280        0.393
global placement            0.749                  5390         719        0.372
finish                      0.771                  5690        1260        0.393
global route                0.618                  5690        1330        0.393
[critical path, cell delays in order]
cell	delay, ns
sky130_fd_sc_hd__clkdlybuf4s50_1	0.82
sky130_fd_sc_hd__or2_4	0.27
sky130_fd_sc_hd__a21oi_1	0.07
sky130_fd_sc_hd__o21bai_1	0.55
sky130_fd_sc_hd__a21oi_1	0.15
sky130_fd_sc_hd__o311ai_0	0.16
sky130_fd_sc_hd__clkdlybuf4s50_1	0.55
[kinds of logic (layout without fill, tap and decap cells)]
group / count (synthesis) / count (layout) / synth area share
other cells: 2 / 84 / 0.00169
fa+ha+maj: 2 / 2 / 0.00565
buf+inv: 125 / 151 / 0.193
mux: 1 / 1 / 0.00254
simple gates: 176 / 176 / 0.236
flops: 64 / 64 / 0.361
xor+xnor: 64 / 64 / 0.126
compound gates: 50 / 50 / 0.0737
[power by group through the flow]
| stage | Combinational [uW] | Clock (uW) | Sequential (uW) |
|---|---|---|---|
| after CTS | 192 | 564 | 522 |
| after global routing | 214 | 585 | 528 |
| final | 189 | 551 | 521 |
[worst min-delay path by stage]
stage / from / end / cells past startpoint
after CTS: instruction_count[31] / instruction_count[31] / 1
final: instruction_count[31] / instruction_count[31] / 1
after global routing: instruction_count[31] / instruction_count[31] / 1
[cells in the final DEF, fill, tap and decap left out, types with 9 or more instances in the layout]
| cell | netlist | final |
|---|---|---|
| sky130_fd_sc_hd__nand4_1 | 17 | 17 |
| sky130_fd_sc_hd__and3_1 | 15 | 15 |
| sky130_fd_sc_hd__xor2_1 | 19 | 19 |
| sky130_fd_sc_hd__a21oi_1 | 10 | 10 |
| sky130_fd_sc_hd__clkbuf_16 | 0 | 9 |
| sky130_fd_sc_hd__nand2_1 | 32 | 32 |
| sky130_fd_sc_hd__conb_1 | 2 | 84 |
| sky130_fd_sc_hd__inv_1 | 11 | 10 |
| sky130_fd_sc_hd__xnor2_1 | 45 | 45 |
| sky130_fd_sc_hd__nand3_1 | 31 | 31 |
| sky130_fd_sc_hd__nor2_1 | 27 | 27 |
| sky130_fd_sc_hd__clkdlybuf4s50_1 | 0 | 121 |
| sky130_fd_sc_hd__dfrtp_1 | 64 | 64 |
| sky130_fd_sc_hd__o21ai_0 | 10 | 10 |
[layout make-up]
cell class / count / share of cell area
multi-input combinational: 377 / 0.401
sequential: 64 / 0.281
timing repair buffer: 124 / 0.217
clock buffer: 13 / 0.0457
tap: 184 / 0.0405
inverter: 11 / 0.00726
clock inverter: 3 / 0.00704
[layer usage]
| layer | vias up | global-route usage | wire [um] |
|---|---|---|---|
| li1 | 1679 | - | - |
| met1 | 1638 | 0.209 | 4670 |
| met2 | 157 | 0.195 | 4440 |
| met3 | 16 | 0.0179 | 645 |
| met4 | 0 | 0.0211 | 164 |
| met5 | - | 0 | 0 |
No activity file was given, so power comes from the tool's default toggle rates.
