`/design/flow/design.v`:
```
module sram_memory #(
    parameter DATA_WIDTH = 32,    
    parameter ADDR_WIDTH = 8      
) (
    input wire clk,
    input wire rst,
    input wire we,                       
    input wire [ADDR_WIDTH-1:0] addr,    
    input wire [DATA_WIDTH-1:0] din,     
    output reg [DATA_WIDTH-1:0] dout     
);
    localparam MEM_DEPTH = 1 << ADDR_WIDTH;
    reg [DATA_WIDTH-1:0] mem [0:MEM_DEPTH-1];
    integer i;
    always @(posedge clk) begin
        if (rst) begin
            for (i = 0; i < MEM_DEPTH; i = i + 1)
                mem[i] <= {DATA_WIDTH{1'b0}};
            dout <= {DATA_WIDTH{1'b0}};
        end else begin
            if (we)
                mem[addr] <= din;
            dout <= mem[addr];
        end
    end
endmodule
```
`/design/flow/run.sh`:
```
#!/bin/bash
# OpenROAD 26Q1-2900-gdf79404cd8, Yosys 0.63+post, stock flow scripts
make -C /OpenROAD-flow-scripts/flow DESIGN_CONFIG=/design/flow/config.mk WORK_HOME=/design/flow/orfs finish
```
`/design/flow/config.mk`:
```
export PLATFORM = sky130hd
export DESIGN_NAME = sram_memory
export DESIGN_NICKNAME = sram_memory
export VERILOG_FILES = /design/flow/design.v
export SDC_FILE = /design/flow/constraint.sdc
export NUM_CORES = 4
export LEC_CHECK = 1
export CORE_UTILIZATION = 30
export SYNTH_MEMORY_MAX_BITS = 65536
```
`/design/flow/constraint.sdc`:
```
current_design sram_memory

set clk_period 79.0
set clk_io_pct 0.2

create_clock -name clk0 -period $clk_period [get_ports {clk}]

set non_clock_inputs [all_inputs -no_clocks]
set_input_delay [expr $clk_period * $clk_io_pct] -clock clk0 $non_clock_inputs
set_output_delay [expr $clk_period * $clk_io_pct] -clock clk0 [all_outputs]
```
==> results.txt <==
flow finished, numbers: status=finished clean, design area=421000 sq um, crit path DAT=23.21 ns, Synth Area per Inst=15.1 sq um, CP top delay family=buffers and inverters, Buf/Inv on CP=9, via count=208456, # Cells Yosys=24612, Critical Path Max Stage Delay=0.93 ns, ANT nets after route=0, Cell Area, Synth=372000 sq um, final tally of setup violations=0, critical path type=in2reg, Flop area=247000 sq um, grt total ovfl=0, CORE AREA=1240000 sq um, P&R area growth vs syn=13.0%, Clock Tree Root=clkbuf_16, setup TNS=0 ns, Max Slew Vio Count=0, minimum clock period=22.19 ns, gp weighted congestion=0.909, Post-CTS Resized=0, register share after synthesis=0.662, Worst setup EP type=flip-flop, yosys stat area=372000 sq um, GRT Overall Usage=0.210, # DRC=0, grt met3 use=0.181, multiplexer share of the synthesized area=0.128, port bufs=74, HP Class=reg2reg, clock sink total=8224, # Post-CTS Setup Buffers=0, stages on the worst setup path=15, initial antenna violation count=91, Chip Width=1.12 mm, post-synthesis simple-gate area fraction=0.160, Commonest flop=edfxtp_1, Global Route met2 Usage=0.299, Synthesized registers=8224, Req. time, crit path=80.02 ns, share of cells above drive strength 1=0.190, R2R Setup Slk=74.86 ns, # hold bufs at CTS=0, Slowest-stage cell, CP=a211oi_1, die area=1250000 sq um, largest net degree at the start of global routing=92, global-route wire length before repair=1730 mm, Post-synth EDFFs=8192, post-DR wirelength/cell=30.1 microns, max-cap violations=0, Pre-Place Util=0.301, M1 GR Usage=0.214, Lkg Pwr=143 nW, Cells after Synth=24612, Setup Skew=0.0980 ns, fillers=114898, Worst VDD drop=0.0201 mV, Crit Reg-Reg Endpoint=dout[2], Pwr Density=23.2 nW/um^2, clock buffer depth=5, synth warn=1, XOR Share, Synth=0, router iterations before antenna repair=17, crit path launch type=input port, CP Capture Point=dout[10], Via density=5.04, H-Tree Depth=6, Worst Max-Slew Pin Slew=1.41 ns, max_slew headroom=0.0515, dpl hpwl=744 mm, CP cell instances=buf_16 > buf_4 > buf_4 > buf_4 > buf_4 > buf_4 > buf_4 > buf_4 > mux4_2 > a211oi_1 > buf_4 > nand4_1 > nor3_1 > o31a_1 > nor3_1, asr flop ratio synth=0, Log Warnings=27, I/O Pins=75, site row count=408, RSZ-0062 raised after global routing=false, CTS buffer count=878, CTS tree=done, placed inst area=394000 sq um, CP Launch Point=addr[1], Insertion Delay late pin=1.17 ns, Fin. Hold Viols=0, Die Span Y=1.12 mm, worst reg-to-reg path cell count=6, Post-Synth Adder-Cell Area=0, DRT iter0 DRCs=13942, Comb area=117000 sq um, reg2reg start=mem[95][2], Crit path top cell by count=buf_4, f_max=45.1 MHz, GRT Max-Usage Layer=met2, unique cell type count in the Yosys netlist=49, min-delay src=mem[106][27], Reg clk slew, reported paths=0.06 ns, Top non-seq family=simple AND/OR/NAND/NOR gates, fin util=0.341, final wirelength=1240 mm, yosys aoi share=0.0219, maximum fanout along the worst path=57, number of global-route vias before repair=221607, Final period util=0.281
==> worst min-delay path by stage <==
stage / to / cells past startpoint
4_1_cts: dout[27] / 5
5_1_grt: dout[27] / 5
6_report: dout[27] / 5
==> where the power goes <==
| group | internal (mW) | switching [mW] |
|---|---|---|
| Sequential | 5.01 | 0.0637 |
| Clock | 2.24 | 1.71 |
| Combinational | 0.237 | 0.517 |
==> stage by stage <==
stage	cells	hold slack (ns)	power, mW	setup WS [ns]
3_5_place_dp	39695	1.03	5.91	55.63
5_1_grt	41291	1.15	10.0	56.69
4_1_cts	41254	1.05	9.81	56.82
2_1_floorplan	24612	0.815	5.53	60.77
6_report	41341	1.06	9.77	56.81
3_3_place_gp	39689	1.08	5.90	55.25
==> tightest hold or removal path, stage by stage, from the launching register on <==
cell,delay [ns]
edfxtp_1,0.32
mux4_2,0.22
nand2_1,0.07
nand4_1,0.09
a31oi_1,0.17
nor3_1,0.14
==> flip-flops by register name (all words and copies together) (netlist names) <==
register and cells:
mem 8192, dout 32
==> cell usage in the layout, fill, tap and decap left out, types with 33 or more instances in the layout <==
cell             instances
and2_1                8194
edfxtp_1              8192
mux4_2                1663
buf_4                 1114
clkbuf_16              887
mux2i_1                868
nand2_1                621
a22oi_1                326
or2_2                  256
a21oi_1                254
nor2_2                 247
clkinv_1               237
nand3_1                200
nand4_1                197
o22ai_1                193
clkbuf_1               192
o21ai_0                168
clkinv_2               146
mux2_2                 129
diode_2                 84
o211ai_1                67
nor3_1                  63
bufinv_16               56
buf_8                   38
nor4_2                  35
a211oi_1                35
clkdlybuf4s50_1         33
==> cell type report <==
class                   count  area share
diodes                     84    0.000500
clock buffers            1093      0.0549
clock inverters           466     0.00858
inverters                   4   0.0000535
multi-input cells       13860       0.278
flip-flops and latches   8224       0.586
well taps               16400      0.0488
repair buffers           1210      0.0230
==> kinds of logic (layout without fill, tap and decap cells) <==
group                  after synthesis  after routing
multiplexers                      2660           2660
AND/OR/NAND/NOR                   9947           9947
AND-OR/OR-AND                     1253           1253
flip-flops                        8224           8224
other                                0             84
buffers and inverters             2528           2773
==> synthesized netlist by cell type (all sizes together) (129+ instances only) <==
library cell | instances | share of area
nand3 | 212 | 0.0028
mux4 | 1663 | 0.10
o22ai | 193 | 0.0032
buf | 468 | 0.0066
nor2 | 261 | 0.0026
nand2 | 623 | 0.0063
mux2 | 129 | 0.0039
a22oi | 326 | 0.0066
mux2i | 868 | 0.023
and2 | 8205 | 0.14
nand4 | 198 | 0.0033
clkbuf | 2056 | 0.021
or2 | 256 | 0.0043
a21oi | 254 | 0.0034
o21ai | 190 | 0.0026
edfxtp | 8192 | 0.66
==> layer usage <==
metal / vias up / share of wire / wire (microns)
met2: 13675 / 0.44 / 546000
met5: - / 0.0028 / 3440
met3: 2456 / 0.19 / 239000
met4: 101 / 0.061 / 76200
met1: 103071 / 0.31 / 379000
li1: 89153 / - / -
Power and IR drop assume default switching activity.
